==> design.v <==
 module FSM(SW,KEY,LEDR);
 input [9:0]SW;
 input [3:0] KEY;
 output [9:0] LEDR;
 wire w, clock,rest_b;
 reg [3:0] y_Q,Y_D; 
 parameter A=4'b0000, B=4'b0001, C= 4'b0010, D = 4'b0011, E = 4'b0100, F=4'B0101, G=4'b0110; 
 assign w=SW[1];
 assign clock = KEY[0];
 assign reset_b = SW[0]; 
 always @(*) 
 begin 
 case(y_Q)
 A: begin 
 if (!w) Y_D = A; 
 else Y_D = B; 
 end
 B:begin 
 if(!w) Y_D = A; 
 else Y_D = C; 
 end 
 C: begin
 if(!w) Y_D=E;
 else Y_D=D;
 end
 D:begin
 if(!w) Y_D=E;
 else Y_D=F;
 end
 E:
 if(!w)
begin
 Y_D=A;
 end
 else
begin
 Y_D=G;
 end
 F:begin
 if(!w) Y_D=E;
 else Y_D=F;
 end
 G:begin 
 if(!w) Y_D=A;
 else Y_D=C;
 end
  default: Y_D = A; 
  endcase 
  end  
 always @(posedge clock)
 if(reset_b == 1'b0)
 begin
 y_Q <= 4'b0000;
 end
 else
begin
 y_Q <= Y_D;
 end  
assign out_light = ((y_Q == F) | (y_Q == G));  
 assign LEDR[9] = out_light; 
 assign LEDR[3:0] = y_Q; 
 endmodule 
==> run.sh <==
#!/bin/bash
# OpenROAD 26Q1-2900-gdf79404cd8, Yosys 0.63+post, stock flow scripts
make -C /OpenROAD-flow-scripts/flow DESIGN_CONFIG=/design/flow/config.mk WORK_HOME=/design/flow/orfs finish
==> config.mk <==
export PLATFORM = sky130hd
export DESIGN_NAME = FSM
export DESIGN_NICKNAME = FSM
export VERILOG_FILES = /design/flow/design.v
export SDC_FILE = /design/flow/constraint.sdc
export NUM_CORES = 4
export LEC_CHECK = 1
export CORE_AREA = 10 10 70 70
export DIE_AREA = 0 0 80 80
==> constraint.sdc <==
current_design FSM

set clk_period 1.2
set clk_io_pct 0.2

create_clock -name clk0 -period $clk_period [get_ports {KEY}]

set non_clock_inputs [all_inputs -no_clocks]
set_input_delay [expr $clk_period * $clk_io_pct] -clock clk0 $non_clock_inputs
set_output_delay [expr $clk_period * $clk_io_pct] -clock clk0 [all_outputs]
==> GITHUB_STEP_SUMMARY <==
### Yosys + OpenROAD results

| Metric | Value |
|---|---|
| Worst hold path cell count | `2` |
| Top Registers | `y_Q x3` |
| Die y size | `80 microns` |
| Yosys cell count | `25` |
| CTS tree | `built` |
| Largest net degree at the start of global routing | `5` |
| Overflow left after global routing | `0` |
| Cell Count, Final, Fillers Out | `84` |
| Final setup vio count | `0` |
| Top cell type by total area after synthesis | `dfxtp_1` |
| Die Area | `6400 sq um` |
| # diodes | `0` |
| Yosys Chip Area | `206 sq um` |
| DRC errors left | `0` |
| Worst vdd ir | `0.000137 V` |
| WL final | `522 microns` |
| Tool warnings | `64` |
| Share of layout cells above drive strength 1 | `42.1%` |
| Std cell rows | `21` |
| CTS Buffer Depth | `2` |
| Synth Seq Share | `29.1%` |
| First-pass GRT wire length | `821 microns` |
| Final min period | `1160 ps` |
| Setup crit start kind | `register` |
| Most numerous logic cell after layout | `conb_1` |
| Flops after synth | `3` |
| Warnings from Yosys | `8` |
| HPWL Detailed | `423 microns` |
| Post-synthesis cell count | `25` |
| Worst hold slack | `596 ps` |
| Initial antenna violation count | `0` |
| Leak | `0.158 nW` |
| Max FFs per register | `3` |
| Worst clock skew | `1.01 ps` |
| Pre-Place Util | `6.04%` |
| Reg with most FFs | `y_Q` |
| Outcome | `completed` |
| Routed Antenna Nets | `0` |
| H-tree Lvls | `1` |
| Clock Pin Slew Worst Setup and Hold Paths | `30 ps` |
| Seq. cell area | `68.8 sq um` |
| Mean Syn Cell Area | `8.26 sq um` |
| FILL cells | `404` |
| Critical path class | `register to output pin` |
| Final Hold Violation Tally | `0` |
| Worst Path Required | `960 ps` |
| Power per cell area | `859 nW/um^2` |
| Syn-to-layout area delta | `81.2%` |
| Fmax achieved | `862 MHz` |
| Number of global-route vias before repair | `195` |
| Clock latency (worst-skew pair) | `210 ps` |
| Logic area | `129 sq um` |
| WP data arrival | `920 ps` |
| CTS Sinks | `3` |
| Period utilisation layout | `96.6%` |
| Sum Neg Setup Slack | `0 ps` |
| Most frequent cells in the layout | `6 x conb_1, 4 x nor2_1, 4 x buf_4` |
| GPL Wtd Cong | `0.651` |
| PortBufs | `6` |
| Iteration tally of the first detailed-router pass | `3` |
| CTS root buffer | `clkbuf_4` |
| GR Util All Layers | `1.60%` |
| Via-to-Cell Ratio | `2.11` |
| Chip width | `80 microns` |
| Area leader share | `29.1%` |
| RSZ-0062 raised after global routing | `true` |
| Setup crit end kind | `output pin` |
| Initial DRC Count | `3` |
| Max Slew Vio Count | `0` |
| CTS Buf Count | `3` |
| Average wire per standard cell | `6.21 microns` |
| Crit-path max FO | `4` |
| Placed cells | `79` |
| Type of the tightest min-delay check | `input pin to register` |
| Max cap viols | `0` |
| Routed vias | `177` |
| R2r worst-path depth | `5` |
| I/O pin total | `24` |
| Placeable core area | `3420 sq um` |
| Main area contributors | `dfxtp_1 29%, buf_4 25%, nor2_1 7.3%, nor3b_2 6.1%, nand2b_2 4.2%` |
| Unique cell types | `14` |
| Mapped Area | `206 sq um` |
## stage by stage
stage	area (sq um)	total power (W)	setup WS, ps	utilization (%)
floorplan	225	0.000145	234	-
global placement	320	0.000163	-144	9.38
detailed placement	320	0.000164	-159	9.38
CTS	358	0.000353	2.16	10.5
global route	374	0.000373	-27.9	11.0
finish	374	0.000321	40.5	11.0
## synthesized netlist by cell type
library cell	number
nand2_1	1
xor2_1	1
o21ai_1	1
nand2b_1	1
buf_4	7
nor2_1	4
nand2b_2	1
xnor2_1	1
nor2b_1	1
a21boi_1	1
dfxtp_1	3
conb_1	1
o21a_1	1
nor3b_2	1
## path summary, 6_finish.rpt
path	end	slack (ps)	startpoint
setup reg to reg	y_Q[1]$_SDFF_PN0_	200	y_Q[2]$_SDFF_PN0_
hold / removal	y_Q[2]$_SDFF_PN0_	600	SW[0]
hold reg to reg	y_Q[0]$_SDFF_PN0_	670	y_Q[0]$_SDFF_PN0_
setup / recovery	LEDR[9]	40	y_Q[1]$_SDFF_PN0_
## where the power goes
group / switching [W] / leakage, nW / internal (W) / total [W]
Combinational: 0.0000185 / 0.117 / 0.0000360 / 0.0000545
Sequential: 0.00000637 / 0.0264 / 0.000104 / 0.000111
Clock: 0.0000330 / 0.0150 / 0.000123 / 0.000156
Total: 0.0000579 / 0.158 / 0.000263 / 0.000321
## cell type report
| cell class | instances | share of cell area, % |
|---|---|---|
| Clock buffer | 4 | 7.02 |
| Timing Repair Buffer | 11 | 24.7 |
| Sequential cell | 3 | 18.4 |
| Multi-Input combinational cell | 20 | 34.4 |
| Tap cell | 46 | 15.4 |
## cells by family after synthesis
group                     share of synthesized area [%]
and+or+nand+nor                                    25.5
buffers and inverters                              25.5
AOI/OAI and AO/OA                                  9.70
DFF                                                29.1
xor gates and xnor gates                           8.49
other                                              1.82
## layer usage
| layer | track usage, % | wire length, microns | vias to the layer above | share of wire [%] |
|---|---|---|---|---|
| li1 | - | - | 92 | - |
| met1 | 1.46 | 179 | 74 | 34 |
| met2 | 2.41 | 256 | 9 | 49 |
| met3 | 1.02 | 61 | 2 | 12 |
| met4 | 1.41 | 23 | 0 | 4.4 |
| met5 | 0 | 0 | - | 0 |
## critical path, stage by stage (launching register included)
cell and delay [ps]:
dfxtp_4 350, nand2b_4 140, a21boi_2 120, buf_2 100
## timing repair
| action | in CTS | in global routing |
|---|---|---|
| hold buffers | 0 | 0 |
| pin swaps | 1 | 1 |
| gates resized | 11 | 4 |
| buffers inserted | 1 | 0 |
| setup endpoints to repair | 4 | 1 |
Power figures rest on the tool's default switching activity, not on a simulated workload.
