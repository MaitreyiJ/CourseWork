<file path="/design/flow/run.sh">
#!/bin/bash
# OpenROAD 26Q1-2900-gdf79404cd8, Yosys 0.63+post, stock flow scripts
make -C /OpenROAD-flow-scripts/flow DESIGN_CONFIG=/design/flow/config.mk WORK_HOME=/design/flow/orfs finish
</file>
<file path="/design/flow/constraint.sdc">
current_design Morsecode

set clk_period 8.7
set clk_io_pct 0.2

create_clock -name clk0 -period $clk_period [get_ports {CLOCK_50}]

set non_clock_inputs [all_inputs -no_clocks]
set_input_delay [expr $clk_period * $clk_io_pct] -clock clk0 $non_clock_inputs
set_output_delay [expr $clk_period * $clk_io_pct] -clock clk0 [all_outputs]
</file>
<file path="/design/flow/design.v">
module Morsecode(SW,KEY,LEDR,CLOCK_50);
               input [9:0] SW;
               input [1:0] KEY;
               input CLOCK_50;
               output [9:0]LEDR;
              reg [15:0]muxoutput;
             wire enable;
             wire [15:0]Q;
             wire [15:0]datatodff;
             wire [2:0]select;
             wire reset;
            wire userkey;
            wire Reset;
assign select=SW[2:0];
assign reset=KEY[0];
assign userkey=KEY[1];
always@(*)
         begin
          case(select[2:0])
                3'b000: muxoutput= 16'b1010;
                3'b001: muxoutput=16'b01011101110111000;
                3'b010: muxoutput=16'b01110101110;
                3'b011: muxoutput= 16'b01011101010;
                3'b100: muxoutput=16'b0111011100;
                3'b101: muxoutput=16'b01110100;
                3'b110: muxoutput=16'b01110111011100;
               3'b111: muxoutput=16'b0101110111010;
          default:muxoutput=16'b0;
endcase
end 
Ratedivider mydivider(CLOCK_50,reset,enable); 
muxto1 a1(.x(muxoutput[15]),.y(0),.s(userkey),.m(datatodff[15]));
flipflop f1(datatodff[15],CLOCK_50,reset,enable,Q[15]);
muxto1 a2(.x(muxoutput[14]),.y(Q[15]),.s(userkey),.m(datatodff[14]));
flipflop f2(datatodff[14],CLOCK_50,reset,enable,Q[14]);
muxto1 a3(.x(muxoutput[13]),.y(Q[14]),.s(userkey),.m(datatodff[13]));
flipflop f3(datatodff[13],CLOCK_50,reset,enable,Q[13]);
muxto1 a4(.x(muxoutput[12]),.y(Q[13]),.s(userkey),.m(datatodff[12]));
flipflop f4(datatodff[12],CLOCK_50,reset,enable,Q[12]);
muxto1 a5(.x(muxoutput[11]),.y(Q[12]),.s(userkey),.m(datatodff[11]));
flipflop f5(datatodff[11],CLOCK_50,reset,enable,Q[11]);
 muxto1 a6(.x(muxoutput[10]),.y(Q[11]),.s(userkey),.m(datatodff[10]));
 flipflop f6(datatodff[10],CLOCK_50,reset,enable,Q[10]);
muxto1 a7(.x(muxoutput[9]),.y(Q[10]),.s(userkey),.m(datatodff[9]));
flipflop f7(datatodff[9],CLOCK_50,reset,enable,Q[9]);
muxto1 a8(.x(muxoutput[8]),.y(Q[9]),.s(userkey),.m(datatodff[8]));
flipflop f8(datatodff[8],CLOCK_50,reset,enable,Q[8]);
muxto1 a9(.x(muxoutput[7]),.y(Q[8]),.s(userkey),.m(datatodff[7]));
flipflop f9(datatodff[7],CLOCK_50,reset,enable,Q[7]);
muxto1 a10(.x(muxoutput[6]),.y(Q[7]),.s(userkey),.m(datatodff[6]));
flipflop f10(datatodff[6],CLOCK_50,reset,enable,Q[6]);
muxto1 a11(.x(muxoutput[5]),.y(Q[6]),.s(userkey),.m(datatodff[5]));
flipflop f11(datatodff[5],CLOCK_50,reset,enable,Q[5]);
muxto1 a12(.x(muxoutput[4]),.y(Q[5]),.s(userkey),.m(datatodff[4]));
flipflop f12(datatodff[4],CLOCK_50,reset,enable,Q[4]);
muxto1 a13(.x(muxoutput[3]),.y(Q[4]),.s(userkey),.m(datatodff[3]));
flipflop f13(datatodff[3],CLOCK_50,reset,enable,Q[3]);
 muxto1 a14(.x(muxoutput[2]),.y(Q[3]),.s(userkey),.m(datatodff[2]));
 flipflop f14(datatodff[2],CLOCK_50,reset,enable,Q[2]);
muxto1 a15(.x(muxoutput[1]),.y(Q[2]),.s(userkey),.m(datatodff[1]));
flipflop f15(datatodff[1],CLOCK_50,reset,enable,Q[1]);
muxto1 a16(.x(muxoutput[0]),.y(Q[1]),.s(userkey),.m(datatodff[0]));
flipflop f16(datatodff[0],CLOCK_50,reset,enable,Q[0]);
assign LEDR[0]=Q[0]; 
endmodule
module Ratedivider(input Clock,reset,output reg theenablesignal);
reg [25:0] q;  
wire[25:0]d;
assign d=26'b001011111010111100000111111; 
always@(posedge Clock)
		if (reset==1'b1)
		begin
		   q<=d;
			theenablesignal=1'b0;
		end
		else if (q==0)
		begin
		theenablesignal=1; 
			q<=d;
		end
		else
		begin
			theenablesignal = 1'b0;
			q<=q-1;
		end
endmodule
module muxto1(
    input x,  
    input y,  
    input s,  
    output m  
  );
    assign m = s & y | ~s & x;
endmodule
module flipflop(D,Clk,Reset,Enable,Q);
input D,Clk,Reset,Enable;
output reg Q;
always@(posedge Clk)
if (Reset)
begin
Q<=0;
end
else if( Enable)
begin
Q<=D;
end
endmodule
</file>
<file path="/design/flow/config.mk">
export PLATFORM = sky130hd
export DESIGN_NAME = Morsecode
export DESIGN_NICKNAME = Morsecode
export VERILOG_FILES = /design/flow/design.v
export SDC_FILE = /design/flow/constraint.sdc
export NUM_CORES = 4
export LEC_CHECK = 1
export CORE_AREA = 10 10 114 114
export DIE_AREA = 0 0 124 124
</file>
==> job_summary.md <==
## Implementation flow summary

| Metric | Value |
|---|---|
| Gr usage total | `5.05%` |
| Bufs and invs on worst path | `2` |
| Setup bufs post-CTS | `0` |
| # DRC | `0` |
| First-pass GRT wire length | `6720 microns` |
| Iter 0 DRT Violations | `136` |
| Die ar. | `15400 sq um` |
| Placed insts | `381` |
| Critical Path AT | `3.50 ns` |
| Die Ht | `124 microns` |
| Setup crit end kind | `register` |
| Final Max Tran Viols | `0` |
| Final min period | `3.33 ns` |
| Drt pass-1 iters | `4` |
| Routability Congestion | `0.803` |
| Slowest stage delay, CP | `0.83 ns` |
| Max H-tree Level | `2` |
| Post-CTS Hold Buffers | `0` |
| Worst-Margin Slew | `0.858 ns` |
| Row count | `37` |
| Initial antenna violation count | `0` |
| Dominant register cell | `dfxtp_1` |
| Io pins | `23` |
| Root Buffer | `clkbuf_8` |
| RSZ-0062 raised after global routing | `false` |
| Status | `finished clean` |
| Count of distinct cell types in the synthesized netlist | `37` |
| Tool warnings | `37` |
| Synthesized instance count | `252` |
| Slew margin rel. | `42.6%` |
| Layout area overhead | `12.6%` |
| Largest net degree at the start of global routing | `29` |
| Total number of vias | `1684` |
| Floorplan core density | `20.5%` |
| Max clock buf depth | `2` |
| Fin worst setup slack | `5.37 ns` |
| Synth top cell by count | `dfxtp_1` |
| Synth area leaders | `dfxtp_1, mux2i_1, ha_1` |
| Final setup violation count | `0` |
| # Cells Yosys | `252` |
| Drt total wl | `4000 microns` |
| Final Util | `23.1%` |
| Final Cycle Share | `38.2%` |
| CTS Sinks | `43` |
| Sequential-to-total area share from yosys stat | `40.2%` |
| Pwr/cell area | `157 nW/um^2` |
| Clock latency (worst-skew pair) | `0.29 ns` |
| Total power | `0.379 mW` |
| Yosys top cell area share | `40.2%` |
| Vias in the first global route | `1478` |
| Critical Path Fanout Max | `22` |
| Layout cells sized above 1 | `7.51%` |
| Max VDD drop | `77.2 uV` |
| Critical path, cell by cell | `clkdlybuf4s50_1 -> a31oi_1 -> buf_4 -> nand3_1` |
| YS chip area | `2140 sq um` |
| DP Wirelength | `2690 microns` |
| Synth warn | `13` |
| Hold Path Class | `register to register` |
| Drt via density | `4.33` |
| CTS tree | `built` |
| Die W | `124 microns` |
| Slowest CP cell | `clkdlybuf4s50_1` |
| Mapped cell area | `2140 sq um` |
| Number of port buffers | `6` |
| Seq cells post-synth | `43` |
| Final Hold Fails | `0` |
| Clk slew on worst S/H paths | `0.08 ns` |
| Post-synth EDFFs | `0` |
| Post_cts resized | `0` |
| Worst EP required | `8.88 ns` |
| P_leak | `0.774 nW` |
| Gr ovfl total | `0` |
| Final antenna-violating net count | `0` |
| CP delay by family, top | `buffers and inverters` |
| Setup TNS Final | `0 ns` |
| Clock skew | `0.00469 ns` |
| # diodes | `0` |
| Levels on crit path | `4` |
| Cell taking the most area after synthesis | `dfxtp_1` |
| Hold path depth | `1` |
| Crit path kind | `input pin to register` |
| DP Worst Slack | `5.03 ns` |
| Crit start category | `input pin` |
| Mean Syn Cell Area | `8.49 sq um` |
| Worst Reg-to-Reg Cells | `4` |
| Max-Cap Viols | `0` |
| Cts bufs inserted | `5` |
| Core footprint | `10400 sq um` |
| Synth async-reset ratio | `0%` |
| F_max | `301 MHz` |
| Most frequent cells after synthesis | `dfxtp_1, nor2_1, nand2_1` |
| Final cell count without fillers | `389` |
| Wirelength per Cell | `10.3 microns` |
## kinds of logic after synthesis
| kind of cell | after synthesis | synth area share (%) |
|---|---|---|
| AND/OR/NAND/NOR | 102 | 25.8 |
| AND-OR/OR-AND | 52 | 15.3 |
| flip-flops | 43 | 40.2 |
| buffers and inverters | 31 | 7.37 |
| multiplexers | 9 | 4.21 |
| adder cells (fa/ha/maj) | 7 | 4.09 |
| XOR/XNOR | 7 | 2.87 |
| other | 1 | 0.175 |
## metrics by stage
step,hold slack [ns],cell area [sq um]
6_report,0.422,2410
4_1_cts,0.419,2410
5_1_grt,0.465,2410
2_1_floorplan,0.382,2170
3_5_place_dp,0.400,2290
3_3_place_gp,0.393,2290
## placed cells by master, fill, tap and decap left out, types with 9 or more instances in the layout
cell type,instances
nand2_1,16
a21oi_1,15
dfxtp_1,43
a211oi_1,9
mux2i_1,9
nand3_1,12
conb_1,9
o21ai_0,11
or3_1,13
nor2_1,23
or4_1,9
## layer usage
metal	routed length [microns]	global-route usage (%)	vias up
met3	160	1.29	5
met4	51	0.719	0
met2	1750	7.98	16
met5	0	0	-
met1	2040	7.03	779
li1	-	-	884
## final cells by class
type | instances | area (sq um)
timing repair buffer | 9 | 82.6
multi-input combinational | 186 | 1150
sequential | 43 | 861
clock inverter | 2 | 35.0
tap | 136 | 170
fill | 1125 | 8010
inverter | 7 | 26.3
clock buffer | 6 | 82.6
## flip-flops by register name (all words and copies together) (netlist names)
name / flops
f4.Q: 1
f7.Q: 1
f8.Q: 1
mydivider.q: 26
f9.Q: 1
f6.Q: 1
f5.Q: 1
f15.Q: 1
f12.Q: 1
f1.Q: 1
f14.Q: 1
f2.Q: 1
f10.Q: 1
mydivider.theenablesignal: 1
f3.Q: 1
f13.Q: 1
f16.Q: 1
f11.Q: 1
## where the power goes
group          internal [mW]  switching, mW  leakage, nW  total [mW]
sequential             0.198        0.00110        0.348       0.199
clock                 0.0929         0.0672       0.0612       0.160
combinational        0.00756         0.0122        0.365      0.0198
## worst paths after layout
path / startpoint / to / slack, ns
setup / recovery: KEY[0] / mydivider.q[3] / 5.37
hold / removal: mydivider.q[0] / mydivider.q[0] / 0.42
setup reg to reg: mydivider.q[6] / mydivider.q[23] / 6.27
hold reg to reg: mydivider.q[0] / mydivider.q[0] / 0.42
No activity file was given, so power comes from the tool's default toggle rates.
