===== ./design.v =====
module FSM2(SW, KEY, CLOCK_50, LEDR, HEX0, HEX1);
    input [9:0] SW;
    input [3:0] KEY;
    input CLOCK_50;
    output [9:0] LEDR;
    output [6:0] HEX0, HEX1;
    wire resetn;
    wire go;
    wire [7:0] data_result;
    assign go = ~KEY[1];
    assign resetn = KEY[0];
    part2 u0(
        .clk(CLOCK_50),
        .resetn(resetn),
        .go(go),
        .data_in(SW[7:0]),
        .data_result(data_result)
    );
    assign LEDR[7:0] = data_result;
    hex_decoder H0(
        .hex_digit(data_result[3:0]), 
        .segments(HEX0)
        );
    hex_decoder H1(
        .hex_digit(data_result[7:4]), 
        .segments(HEX1)
        );
endmodule
module part2(
    input clk,
    input resetn,
    input go,
    input [7:0] data_in,
    output [7:0] data_result
    );
    wire ld_a, ld_b, ld_c, ld_x, ld_r;
    wire ld_alu_out;
    wire [1:0]  alu_select_a, alu_select_b;
    wire alu_op;
    control C0(
        .clk(clk),
        .resetn(resetn),
        .go(go),
        .ld_alu_out(ld_alu_out), 
        .ld_x(ld_x),
        .ld_a(ld_a),
        .ld_b(ld_b),
        .ld_c(ld_c), 
        .ld_r(ld_r), 
        .alu_select_a(alu_select_a),
        .alu_select_b(alu_select_b),
        .alu_op(alu_op)
    );
    datapath D0(
        .clk(clk),
        .resetn(resetn),
        .ld_alu_out(ld_alu_out), 
        .ld_x(ld_x),
        .ld_a(ld_a),
        .ld_b(ld_b),
        .ld_c(ld_c), 
        .ld_r(ld_r), 
        .alu_select_a(alu_select_a),
        .alu_select_b(alu_select_b),
        .alu_op(alu_op),
        .data_in(data_in),
        .data_result(data_result)
    );
 endmodule        
module control(
    input clk,
    input resetn,
    input go,
    output reg  ld_a, ld_b, ld_c, ld_x, ld_r,
    output reg  ld_alu_out,
    output reg [1:0]  alu_select_a, alu_select_b,
    output reg alu_op
    );
    reg [5:0] current_state, next_state; 
    localparam  S_LOAD_A        = 5'd0,
                S_LOAD_A_WAIT   = 5'd1,
                S_LOAD_B        = 5'd2,
                S_LOAD_B_WAIT   = 5'd3,
                S_LOAD_C        = 5'd4,
                S_LOAD_C_WAIT   = 5'd5,
                S_LOAD_X        = 5'd6,
                S_LOAD_X_WAIT   = 5'd7,
                S_CYCLE_0       = 5'd8,
                S_CYCLE_1       = 5'd9,
                S_CYCLE_2       = 5'd10,
					 S_CYCLE_3       = 5'd11,
					 S_CYCLE_4       = 5'd12;
    always@(*)
    begin: state_table 
            case (current_state)
                S_LOAD_A: next_state = go ? S_LOAD_A_WAIT : S_LOAD_A;  
                S_LOAD_A_WAIT: next_state = go ? S_LOAD_A_WAIT : S_LOAD_B;  
                S_LOAD_B: next_state = go ? S_LOAD_B_WAIT : S_LOAD_B;  
                S_LOAD_B_WAIT: next_state = go ? S_LOAD_B_WAIT : S_LOAD_C;  
                S_LOAD_C: next_state = go ? S_LOAD_C_WAIT : S_LOAD_C;  
                S_LOAD_C_WAIT: next_state = go ? S_LOAD_C_WAIT : S_LOAD_X;  
                S_LOAD_X: next_state = go ? S_LOAD_X_WAIT : S_LOAD_X;  
                S_LOAD_X_WAIT: next_state = go ? S_LOAD_X_WAIT : S_CYCLE_0;  
                S_CYCLE_0: next_state = S_CYCLE_1;
					 S_CYCLE_1: next_state = S_CYCLE_2;
					 S_CYCLE_2: next_state = S_CYCLE_3;
					 S_CYCLE_3: next_state = S_CYCLE_4;
					 S_CYCLE_4: next_state =  S_LOAD_A;  
				default:     next_state = S_LOAD_A;
        endcase
    end  
    always @(*)
    begin: enable_signals
        ld_alu_out = 1'b0;
        ld_a = 1'b0;
        ld_b = 1'b0;
        ld_c = 1'b0;
        ld_x = 1'b0;
        ld_r = 1'b0;
        alu_select_a = 2'b0;
        alu_select_b = 2'b0;
        alu_op       = 1'b0;
        case (current_state)
            S_LOAD_A: begin
                ld_a = 1'b1;
                end
            S_LOAD_B: begin
                ld_b = 1'b1;
                end
            S_LOAD_C: begin
                ld_c = 1'b1;
                end
            S_LOAD_X: begin
                ld_x = 1'b1;
                end
            S_CYCLE_0: begin  
                ld_alu_out = 1'b1; ld_a = 1'b1;  
                alu_select_a = 2'b00;  
                alu_select_b = 2'b11;  
                alu_op = 1'b1;  
            end
            S_CYCLE_1: begin  
					 ld_alu_out = 1'b1; ld_a = 1'b1;  
                alu_select_a = 2'b00;  
                alu_select_b = 2'b11;  
                alu_op = 1'b1;  
				end
				S_CYCLE_2: begin  
					 ld_alu_out = 1'b1; ld_b = 1'b1;  
                alu_select_a = 2'b01;  
                alu_select_b = 2'b11;  
                alu_op = 1'b1;  
				end
				S_CYCLE_3: begin  
					 ld_alu_out = 1'b1; ld_a = 1'b1;  
                alu_select_a = 2'b00;  
                alu_select_b = 2'b01;  
                alu_op = 1'b0;  
				end
				S_CYCLE_4: begin  
                ld_r = 1'b1;  
                alu_select_a = 2'b00;  
                alu_select_b = 2'b10;  
                alu_op = 1'b0;  
				end
        endcase
    end  
    always@(posedge clk)
    begin: state_FFs
        if(!resetn)
            current_state <= S_LOAD_A;
        else
            current_state <= next_state;
    end  
endmodule
module datapath(
    input clk,
    input resetn,
    input [7:0] data_in,
    input ld_alu_out, 
    input ld_x, ld_a, ld_b, ld_c,
    input ld_r,
    input alu_op, 
    input [1:0] alu_select_a, alu_select_b,
    output reg [7:0] data_result
    );
    reg [7:0] a, b, c, x;
    reg [7:0] alu_out;
    reg [7:0] alu_a, alu_b;
    always@(posedge clk) begin
        if(!resetn) begin
            a <= 8'b0; 
            b <= 8'b0; 
            c <= 8'b0; 
            x <= 8'b0; 
        end
        else begin
            if(ld_a)
                a <= ld_alu_out ? alu_out : data_in;  
            if(ld_b)
                b <= ld_alu_out ? alu_out : data_in;  
            if(ld_x)
                x <= data_in;
            if(ld_c)
                c <= data_in;
        end
    end
    always@(posedge clk) begin
        if(!resetn) begin
            data_result <= 8'b0; 
        end
        else 
            if(ld_r)
                data_result <= alu_out;
    end
    always @(*)
    begin
        case (alu_select_a)
            2'd0:
                alu_a = a;
            2'd1:
                alu_a = b;
            2'd2:
                alu_a = c;
            2'd3:
                alu_a = x;
            default: alu_a = 8'b0;
        endcase
        case (alu_select_b)
            2'd0:
                alu_b = a;
            2'd1:
                alu_b = b;
            2'd2:
                alu_b = c;
            2'd3:
                alu_b = x;
            default: alu_b = 8'b0;
        endcase
    end
    always @(*)
    begin : ALU
        case (alu_op)
            0: begin
                   alu_out = alu_a + alu_b;  
               end
            1: begin
                   alu_out = alu_a * alu_b;  
               end
            default: alu_out = 8'b0;
        endcase
    end
endmodule
module hex_decoder(hex_digit, segments);
    input [3:0] hex_digit;
    output reg [6:0] segments;
    always @(*)
        case (hex_digit)
            4'h0: segments = 7'b100_0000;
            4'h1: segments = 7'b111_1001;
            4'h2: segments = 7'b010_0100;
            4'h3: segments = 7'b011_0000;
            4'h4: segments = 7'b001_1001;
            4'h5: segments = 7'b001_0010;
            4'h6: segments = 7'b000_0010;
            4'h7: segments = 7'b111_1000;
            4'h8: segments = 7'b000_0000;
            4'h9: segments = 7'b001_1000;
            4'hA: segments = 7'b000_1000;
            4'hB: segments = 7'b000_0011;
            4'hC: segments = 7'b100_0110;
            4'hD: segments = 7'b010_0001;
            4'hE: segments = 7'b000_0110;
            4'hF: segments = 7'b000_1110;   
            default: segments = 7'h7f;
        endcase
endmodule

===== ./constraint.sdc =====
current_design FSM2

set clk_period 11.6
set clk_io_pct 0.2

create_clock -name clk0 -period $clk_period [get_ports {CLOCK_50}]

set non_clock_inputs [all_inputs -no_clocks]
set_input_delay [expr $clk_period * $clk_io_pct] -clock clk0 $non_clock_inputs
set_output_delay [expr $clk_period * $clk_io_pct] -clock clk0 [all_outputs]

===== ./config.mk =====
export PLATFORM = sky130hd
export DESIGN_NAME = FSM2
export DESIGN_NICKNAME = FSM2
export VERILOG_FILES = /design/flow/design.v
export SDC_FILE = /design/flow/constraint.sdc
export NUM_CORES = 4
export LEC_CHECK = 1
export CORE_UTILIZATION = 40

===== ./run.sh =====
#!/bin/bash
# OpenROAD 26Q1-2900-gdf79404cd8, Yosys 0.63+post, stock flow scripts
make -C /OpenROAD-flow-scripts/flow DESIGN_CONFIG=/design/flow/config.mk WORK_HOME=/design/flow/orfs finish

==> flow_metrics.tcl <==
# yosys + openroad results
set metrics [dict create \
    power.total_w 0.0004808 \
    path_clk_slew_ns 0.08 \
    area_delta_synth_final_pct 13.30 \
    r2r_start "u0.D0.alu_select_b[0]$_SDFF_PN0_" \
    whs_ns 0.4965 \
    async_flop_share_pct 0 \
    ctsResizeCount 0 \
    fmax_mhz 179.3 \
    drc 0 \
    vias 3233 \
    netlist_area_um2 4299 \
    dp.final_hpwl_um 6718 \
    grt_antenna_before_repair 0 \
    period_needed_ns 5.578 \
    hold_violations 0 \
    ff_type "dfxtp_1" \
    layout-drive-gt1-share_pct 7.393 \
    fp.dieW_um 105.7 \
    cts.path.max_buffers 2 \
    numClockSinks 67 \
    crit_path_frequent_cell "inv_1" \
    ys_cells 487 \
    cts_buffers 9 \
    startpoint_type "flip-flop" \
    synthesis.instances 487 \
    slew_violations 0 \
    dp.cells 634 \
    synth_cell_types 54 \
    regArea_um2 1341 \
    yosysWarnings 5 \
    grt_pass1_wl_um 15240 \
    groute.usage.overall_pct 17.53 \
    num-fill-cells 994 \
    avgSynthCellArea_um2 8.828 \
    wl_um 8872 \
    port_buffers 32 \
    worstSetupEndpoint "HEX1[0]$_DFF_P_" \
    pre_cts_ws_ns 6.009 \
    layoutNonFillerInstCount 650 \
    layout_top_cells "dfxtp_1 (67), nor2_1 (67), inv_1 (55)" \
    vias_per_cell 4.974 \
    fin_crit_sh_pct 48.09 \
    r2r_end "HEX1[0]$_DFF_P_" \
    power_density_nw_per_um2 98.71 \
    synth.yosys.seq_area_share_pct 31.20 \
    setup_viol 0 \
    status "finished, final reports clean" \
    grt_setup_unrepaired "no" \
    relSlewSlack_pct 57.81 \
    ant_nets 0 \
    clock_skew_ns 0.009485 \
    startpoint "u0.D0.alu_select_b[0]$_SDFF_PN0_" \
    row_count 37 \
    ys_ff 67 \
    slowest_stage "mux4_2" \
    critPathMaxFanout 25 \
    cellLeakagePower_nw 2.065 \
    grt_max_degree 40 \
    max_stage_delay_ns 0.62 \
    synth-edff-count 0 \
    coreArea_um2 10370 \
    fp.dieH_um 105.7 \
    htreeDepth 3 \
    mi_logic_area_um2 2630 \
    wire_per_inst_um 13.65 \
    place.gp.congestion 0.9622 \
    layout_setup_ws_ns 6.022 \
    cts_tree "yes" \
    r2r_slack_ns 6.02 \
    warning_count 37 \
    crit_arrival_ns 5.81 \
    worstMarginPinSlew_ns 0.6301 \
    cp_cell_sequence "buf_4 -> mux4_2 -> ha_1 -> inv_1 -> fa_1 -> inv_1 -> ha_1 -> fa_1 -> inv_1 -> fa_1 -> inv_1 -> ha_1 -> a21oi_1 -> xnor3_1 -> xnor3_1 -> a21bo_2 -> o221ai_4 -> nand2_1 -> o221a_1" \
    fp_util_pct 41.46 \
    required_ns 11.84 \
    root_buffer "clkbuf_8" \
    drtIter0Drc 163 \
    chip_area_um2 11170 \
    worstHoldPathType "flip-flop to flip-flop" \
    worstSetupPathType "flip-flop to flip-flop" \
    fin_tns_setup_ns 0 \
    firstDrtPassIters 4 \
    grt_overflow_total 0 \
    peakVddDrop_mv 0.04208 \
    ys_area_um2 4299 \
    clock_latency_ns 0.35 \
    io_pins 39 \
    cts_setup_buffers 0 \
    maxCapViolations 0 \
    num_antenna_cells 0 \
    r2r_cells 19 \
    grt_pass1_vias 3062 \
    cts_hold_buf 0 \
    end_kind "flip-flop" \
]
## state kept, by name, indices dropped and copies added (netlist names)
signal,count
HEX0,7
u0.D0.c,8
u0.D0.alu_select_a,1
u0.C0.ld_b,1
u0.D0.alu_select_b,2
u0.C0.ld_a,1
u0.D0.b,8
u0.C0.ld_x,1
u0.C0.ld_r,1
u0.C0.ld_c,1
u0.D0.alu_op,1
u0.D0.data_result,8
u0.C0.current_state,4
HEX1,7
u0.D0.x,8
u0.D0.a,8
## final cells by class
cell class	instances	share of cell area, %
clock buffer	9	2.543
clock inverter	7	1.079
inverter	56	4.315
multi-input combinational	340	53.99
sequential	67	27.54
tap	136	3.493
timing repair buffer	35	7.038
## per-layer routing
| metal | global-route usage [%] | vias up | part of all wire, % |
|---|---|---|---|
| li1 | - | 1679 | - |
| met1 | 28.14 | 1495 | 50 |
| met2 | 27.03 | 50 | 46 |
| met3 | 2.145 | 9 | 2.8 |
| met4 | 1.786 | 0 | 0.90 |
| met5 | 0 | - | 0 |
## how the worst min path moves through the flow
| stage | start | end | slack, ns | cells past startpoint |
|---|---|---|---|---|
| global route | u0.D0.x[7]$_SDFFE_PN0P_ | u0.D0.x[7]$_SDFFE_PN0P_ | 0.52 | 2 |
| CTS | u0.D0.a[7]$_SDFFE_PN0P_ | u0.D0.a[7]$_SDFFE_PN0P_ | 0.50 | 2 |
| finish | u0.D0.x[6]$_SDFFE_PN0P_ | u0.D0.x[6]$_SDFFE_PN0P_ | 0.50 | 2 |
## synth_stat cells (all sizes together) (2+ instances only)
cell | count | share of area (%)
fa | 13 | 6.1
and2 | 8 | 1.2
nand3 | 7 | 0.81
o221a | 2 | 0.52
mux2 | 6 | 1.6
o31ai | 3 | 0.52
xor2 | 3 | 0.61
nor3 | 4 | 0.47
xnor3 | 2 | 1.0
o221ai | 3 | 1.0
o22ai | 5 | 0.73
o21ai | 14 | 1.6
mux4 | 7 | 3.7
a21o | 3 | 0.52
ha | 33 | 9.6
nor2 | 67 | 5.8
inv | 56 | 4.9
o211ai | 2 | 0.35
mux2i | 40 | 9.3
a21oi | 29 | 3.4
clkbuf | 13 | 1.1
nor4 | 2 | 0.29
nand2b | 6 | 0.87
xnor2 | 14 | 2.9
nand2 | 39 | 3.5
dfxtp | 67 | 31
nor2b | 3 | 0.44
or3 | 4 | 0.58
buf | 12 | 1.7
a32o | 2 | 0.47
a31oi | 2 | 0.29
## cells by family after synthesis
family | count (synthesis) | share of synthesized area [%]
buf+inv | 81 | 7.712
compound gates | 76 | 11.64
fa+ha+maj | 46 | 15.66
other cells | 1 | 0.08723
xor+xnor | 19 | 4.511
simple gates | 144 | 14.64
flops | 67 | 31.20
mux | 53 | 14.55
## metrics by stage
| stage | util, % | cell area (um2) |
|---|---|---|
| after CTS | 46.97 | 4871 |
| after global placement | 45.27 | 4695 |
| after global routing | 46.97 | 4871 |
| final | 46.97 | 4871 |
| after floorplan | - | 4303 |
| after detailed placement | 45.27 | 4695 |
## report_power, final
| part | internal [W] | total, W | switching (W) |
|---|---|---|---|
| registers | 0.000234 | 0.000239 | 0.00000527 |
| logic | 0.0000287 | 0.0000679 | 0.0000392 |
| clock network | 0.0000792 | 0.000174 | 0.0000946 |
| total | 0.000342 | 0.000481 | 0.000139 |
## critical path, delay by kind of cell, from the launching register on
kind / cells / cell delay, ns
AOI/OAI and AO/OA: 4 / 0.97
muxes: 1 / 0.62
DFF: 1 / 0.31
buffers and inverters: 5 / 0.58
adders and majority gates: 6 / 2.23
xor gates and xnor gates: 2 / 0.61
and+or+nand+nor: 1 / 0.12
